===== flow/run.sh =====
#!/bin/bash
# OpenROAD 26Q1-2900-gdf79404cd8, Yosys 0.63+post, stock flow scripts
make -C /OpenROAD-flow-scripts/flow DESIGN_CONFIG=/design/flow/config.mk WORK_HOME=/design/flow/orfs finish

===== flow/config.mk =====
export PLATFORM = sky130hd
export DESIGN_NAME = mac_processing_element
export DESIGN_NICKNAME = mac_processing_element
export VERILOG_FILES = /design/flow/design.v
export SDC_FILE = /design/flow/constraint.sdc
export NUM_CORES = 4
export LEC_CHECK = 1
export CORE_UTILIZATION = 40

===== flow/constraint.sdc =====
current_design mac_processing_element

set clk_period 11.9
set clk_io_pct 0.2

create_clock -name clk0 -period $clk_period [get_ports {clk}]

set non_clock_inputs [all_inputs -no_clocks]
set_input_delay [expr $clk_period * $clk_io_pct] -clock clk0 $non_clock_inputs
set_output_delay [expr $clk_period * $clk_io_pct] -clock clk0 [all_outputs]

===== flow/design.v =====
`timescale 1ns / 1ps
package clk_params;
    localparam real INPUT_CLK_FREQUENCY_MHZ    =  100.000;
    localparam real INPUT_CLK_JITTER_PS        =   95.000;
    localparam real INPUT_CLK_JITTER_TO_PERIOD =    0.010;   
    localparam real INPUT_CLK_PERIOD_NS        = 1000.000 / INPUT_CLK_FREQUENCY_MHZ;
    localparam real MMCM_MUL   = 10.000;  
    localparam int  MMCM_DIV   = 1;       
    localparam real MMCM_DIV_0 = 20.000;  
    localparam real SYS_CLK_FREQUENCY_MHZ = (INPUT_CLK_FREQUENCY_MHZ / MMCM_DIV * MMCM_MUL) / MMCM_DIV_0;
    localparam real SYS_CLK_PERIOD_NS     = 1000.000 / SYS_CLK_FREQUENCY_MHZ;
    localparam int  PLL1_MUL   = 53;  
    localparam int  PLL1_DIV   = 5;   
    localparam real PLL1_DIV_0 = 10;  
    localparam real PLL1_FREQUENCY_MHZ = (INPUT_CLK_FREQUENCY_MHZ / PLL1_DIV * PLL1_MUL) / PLL1_DIV_0;
    localparam real PLL1_PERIOD_NS     = 1000.000 / PLL1_FREQUENCY_MHZ;
    localparam int  PLL2_MUL   = 19;  
    localparam int  PLL2_DIV   = 2;   
    localparam real PLL2_DIV_0 = 40;  
    localparam real PLL2_FREQUENCY_MHZ = (PLL1_FREQUENCY_MHZ / PLL2_DIV * PLL2_MUL) / PLL2_DIV_0;
    localparam real PLL2_PERIOD_NS     = 1000.000 / PLL2_FREQUENCY_MHZ;
    localparam real VGA_CLK_FREQUENCY_MHZ = PLL2_FREQUENCY_MHZ;
    localparam real VGA_CLK_PERIOD_NS     = PLL2_PERIOD_NS;
    localparam int  SIM_CYCLES_PER_SYS_CLK = int'(SYS_CLK_PERIOD_NS);
    localparam int  SIM_CYCLES_PER_VGA_CLK = int'(VGA_CLK_PERIOD_NS);
endpackage
`timescale 1ns / 1ps
package constants;
    localparam bit [31:0] MEMORY_START = 32'h0001_0000;
    localparam bit [31:0] MEMORY_SIZE  = 32'h0000_2000;
    localparam bit [31:0] LEDS_START = 32'h0008_0000;
    localparam bit [31:0] LEDS_SIZE  = 32'h0000_0001;
    localparam bit [31:0] BUTTONS_START = 32'h0008_1000;
    localparam bit [31:0] BUTTONS_SIZE  = 32'h0000_0001;
    localparam bit [31:0] SWITCHES_START = 32'h0008_2000;
    localparam bit [31:0] SWITCHES_SIZE  = 32'h0000_0001;
    localparam bit [31:0] SEGMENTS_START = 32'h0008_3000;
    localparam bit [31:0] SEGMENTS_SIZE  = 32'h0000_0001;
    localparam bit [31:0] UART_START = 32'h0008_4000;
    localparam bit [31:0] UART_SIZE  = 32'h0000_0001;
    localparam bit [31:0] TIMER_START = 32'h0008_5000;
    localparam bit [31:0] TIMER_SIZE  = 32'h0000_0005;
    localparam bit [31:0] VGA_START = 32'h0009_0000;
    localparam bit [31:0] VGA_SIZE  = 32'h0000_9600;  
    localparam bit [31:0] TEST_START = 32'h0012_0000;
    localparam bit [31:0] TEST_SIZE  = 32'h0000_0005;
    localparam bit [31:0] RESET_ADDRESS = 32'h0000_0000;
    localparam bit [31:0] NOP = 32'h00000013;
endpackage
`timescale 1ns / 1ps
package forwarding;
    typedef struct packed {
        logic        data_valid;
        logic [31:0] data;
        logic  [4:0] address;
    } t;
endpackage
`timescale 1ns / 1ps
package pipeline_status;
    typedef enum logic [3:0] {
        VALID,
        BUBBLE,
        FETCH_MISALIGNED,
        FETCH_FAULT,
        ILLEGAL_INSTRUCTION,
        LOAD_MISALIGNED,
        LOAD_FAULT,
        STORE_MISALIGNED,
        STORE_FAULT,
        ECALL,  
        EBREAK  
    } forwards_t;
    typedef enum logic [1:0] {
        READY,
        STALL,
        JUMP
    } backwards_t;
endpackage
module mac_processing_element (
    input  logic clk,
    input  logic signed [7:0] a,
    input  logic signed [7:0] b,
    input  logic signed [15:0] acc_in,
    output logic signed [15:0] result
);
    logic signed [15:0] mul_result;
    logic signed [15:0] acc_reg;
    always_ff @(posedge clk) begin
        mul_result <=  $signed(a) * $signed(b);
    end
    always_ff @(posedge clk) begin
        acc_reg <= acc_in + mul_result; 
    end
    assign result = acc_reg;
endmodule

==> deck_impl_summary.md <==
Flow Results at a Glance

Timing
  • Final Max Tran Viols: 0
  • Fin crit share: 55.93%
  • Final setup fails: 0
  • Minimum clock period after layout: 6656 ps
  • Final hold violations: 0
  • Fmax: 0.1503 GHz
  • Slew margin rel.: 55.42%
  • Final setup margin: 5244 ps
  • Worst slew pin tran: 661.7 ps
  • RSZ-0062 raised after global routing: no
  • Setup TNS: 0 ps
  • Clk_skew: 7.652 ps

Clock network
  • Clk ins delay skew pair: 270 ps
  • Post-CTS Resized: 0
  • CTS buffer count: 5
  • CTS H-Tree Depth: 2
  • Max clock buf depth: 2
  • TritonCTS sink count: 32
  • CTS tree: yes
  • Post-CTS setup buffers: 0
  • CTS Root Cell: clkbuf_8
  • Hold_buf cts: 0
  • Worst-path clk slew: 60 ps

Synth
  • Synth Area in Adders: 42.37%
  • Yosys stat chip area: 0.003945 mm^2
  • Yosys simple share: 14.24%
  • Main flop type: dfxtp_1
  • Cell count in the Yosys report: 425
  • EDFF count, synth: 0
  • Synth Warn #: 1
  • Fraction of registers with async set/reset: 0%
  • Synthesized area: 0.003945 mm^2
  • Synth Area in XOR/XNOR: 5.550%
  • Post-Synthesis Cells: 425
  • Flops after synth: 32
  • Synth top cells by count: inv_1 (96), fa_1 (56), ha_1 (44)
  • Yosys top cell area share: 28.42%
  • Most numerous cell in the Yosys netlist: inv_1
  • Comb area leader: adder cells
  • Synth area leaders: fa_1 (28%), dfxtp_1 (16%), ha_1 (14%)
  • Post-synth seq share: 16.24%
  • Mux share: 0.5392%
  • Cell taking the most area after synthesis: fa_1
  • Cell Type Count: 48
  • Area fraction in compound gates: 11.64%
  • Syn_area_per_cell: 9.282 um^2

Route
  • WL/cell: 10.80 um
  • Via/cell ratio: 4.533
  • Vias: 2,756
  • Ant diodes: 0
  • Final wirelength: 6.566 mm
  • Detailed Routing Iterations Pass 1: 4
  • DR iter-0 viols: 38
  • Antenna Nets Post-Route: 0
  • Remaining DRCs: 0

Worst setup path
  • CP Data Arrival Time: 6820 ps
  • Crit path required time: 12,070 ps
  • WP depth: 16
  • Crit. End Element: flop
  • Crit Path Category: in -> reg
  • Crit-path slowest cell: clkdlybuf4s50_1
  • Crit Path Max Fanout: 8
  • WP buf/inv: 5
  • Crit path from: b[3]
  • Crit start category: input pin
  • Crit path cell chain: clkdlybuf4s50_1 -> and2_1 -> inv_1 -> fa_1 -> inv_1 -> fa_1 -> fa_1 -> inv_1 -> fa_1 -> inv_1 -> ha_1 -> o21a_1 -> o21ai_0 -> o21ba_2 -> or4_1 -> o311ai_0
  • CP delay by family, top: adder cells
  • Max incr delay on CP: 630 ps
  • R2R cell count: 6
  • Worst R2R Start: mul_result[2]

Floorplanning
  • Chip Footprint: 0.01026 mm^2
  • Die height: 101.3 um
  • Die X: 101.3 um
  • Pre-Place Util: 41.90%
  • Core area: 0.009415 mm^2
  • I/O pin total: 49
  • Row count: 35

Place
  • Place WS: 4963 ps
  • # placed instances: 600
  • Post-DP HPWL: 5.731 mm
  • Cell Area, Placed: 0.004579 mm^2
  • GPL Wtd Cong: 0.8520
  • IO buf count: 48

Pwr
  • Max VDD drop: 0.08328 mV
  • Final Power: 0.9344 mW
  • Leak pwr: 2.211 nW
  • PD cells: 200.1 mW/mm^2

Worst hold path
  • Hold Startpoint: mul_result[0]
  • Hold-critical path depth: 1
  • Hold Crit Class: reg -> reg

Final layout
  • Layout cells sized above 1: 2.923%
  • Non-filler instance count after layout: 608
  • Fin area: 0.004669 mm^2
  • Syn-to-layout area delta: 18.36%

GRT
  • Initial antenna violation count: 0
  • Largest net degree at the start of global routing: 10
  • First-pass GRT wire length: 11.56 mm
  • All-Layer GR Usage: 14.47%
  • Global route total overflow: 0
  • Number of global-route vias before repair: 2,660

Flow run
  • OpenROAD warning count: 25
  • Number of max-cap violations: 0

Status
  • Status: complete, no violations
placed cells by master (no fill, tap or decap), types with 2 or more instances in the layout:
master           instances
clkdlybuf4s50_1         48
or2_2                    2
fa_1                    56
and2_1                  42
nor3_1                   2
nor2b_1                  7
nand2b_1                 5
dfxtp_1                 32
a21o_1                   8
xor2_1                   4
a211oi_1                 3
ha_1                    44
clkbuf_1                 2
nand3_1                  5
o21a_1                   3
a21oi_1                 18
nor2_1                  11
o21ai_0                 12
inv_1                   96
clkbuf_8                 6
nand2_1                 21
o211ai_1                 4
xnor2_1                 21
final timing paths:
| kind | endpoint | slack, ps |
|---|---|---|
| hold / removal | acc_reg[0] | 440 |
| setup / recovery | mul_result[13] | 5240 |
| setup reg to reg | acc_reg[13] | 9810 |
| hold reg to reg | acc_reg[0] | 440 |
cell families (layout without fill, tap and decap cells):
logic type / after synthesis / count (layout)
fa+ha+maj: 100 / 100
xor+xnor: 25 / 25
flops: 32 / 32
buf+inv: 99 / 153
mux: 2 / 2
simple gates: 102 / 102
compound gates: 65 / 65
report_power, final:
part           switching, mW  leakage (nW)  total (mW)  internal, mW
clock                 0.0352        0.0455      0.0823        0.0471
sequential            0.0124         0.270       0.178         0.166
combinational          0.337          1.90       0.674         0.337
worst reg2reg max path, delay by kind of cell, from the launching register on:
family | cells | cell delay (ps)
AND/OR/NAND/NOR | 1 | 270
flip-flops | 1 | 310
AND-OR/OR-AND | 3 | 950
XOR/XNOR | 1 | 110
adder cells (fa/ha/maj) | 1 | 340
stage by stage:
step	util [%]	hold WS, ps
finish	49.59	440.1
global route	49.59	452.8
CTS	49.59	446.5
detailed placement	48.64	432.0
global placement	48.64	428.4
floorplan	-	420.0
layout make-up:
class	count	area [um^2]
Fill cell	905	4746
Tap cell	129	161.4
Multi-Input combinational cell	294	2933
Timing Repair Buffer	48	480.5
Clock buffer	8	90.09
Inverter	97	364.1
Sequential cell	32	640.6
per-layer routing:
metal  up-vias  global-route usage [%]  wire length [um]
li1       1458                       -                 -
met1      1235                   22.98              3463
met2        58                   22.92              2716
met3         5                   2.031               309
met4         0                   1.338                76
met5         -                       0                 0
Power figures rest on the tool's default switching activity, not on a simulated workload.
