### ./run.sh
#!/bin/bash
# OpenROAD 26Q1-2900-gdf79404cd8, Yosys 0.63+post, stock flow scripts
make -C /OpenROAD-flow-scripts/flow DESIGN_CONFIG=/design/flow/config.mk WORK_HOME=/design/flow/orfs finish
### ./config.mk
export PLATFORM = sky130hd
export DESIGN_NAME = argmax64_10
export DESIGN_NICKNAME = argmax64_10
export VERILOG_FILES = /design/flow/design.v
export SDC_FILE = /design/flow/constraint.sdc
export NUM_CORES = 4
export LEC_CHECK = 1
export CORE_AREA = 10 10 255 255
export DIE_AREA = 0 0 265 265
### ./constraint.sdc
current_design argmax64_10

set clk_period 29.8
set clk_io_pct 0.2

create_clock -name clk0 -period $clk_period [get_ports {clk}]

set non_clock_inputs [all_inputs -no_clocks]
set_input_delay [expr $clk_period * $clk_io_pct] -clock clk0 $non_clock_inputs
set_output_delay [expr $clk_period * $clk_io_pct] -clock clk0 [all_outputs]
### ./design.v
`timescale 1ns / 1ps
package clk_params;
    localparam real INPUT_CLK_FREQUENCY_MHZ    =  100.000;
    localparam real INPUT_CLK_JITTER_PS        =   95.000;
    localparam real INPUT_CLK_JITTER_TO_PERIOD =    0.010;   
    localparam real INPUT_CLK_PERIOD_NS        = 1000.000 / INPUT_CLK_FREQUENCY_MHZ;
    localparam real MMCM_MUL   = 10.000;  
    localparam int  MMCM_DIV   = 1;       
    localparam real MMCM_DIV_0 = 20.000;  
    localparam real SYS_CLK_FREQUENCY_MHZ = (INPUT_CLK_FREQUENCY_MHZ / MMCM_DIV * MMCM_MUL) / MMCM_DIV_0;
    localparam real SYS_CLK_PERIOD_NS     = 1000.000 / SYS_CLK_FREQUENCY_MHZ;
    localparam int  PLL1_MUL   = 53;  
    localparam int  PLL1_DIV   = 5;   
    localparam real PLL1_DIV_0 = 10;  
    localparam real PLL1_FREQUENCY_MHZ = (INPUT_CLK_FREQUENCY_MHZ / PLL1_DIV * PLL1_MUL) / PLL1_DIV_0;
    localparam real PLL1_PERIOD_NS     = 1000.000 / PLL1_FREQUENCY_MHZ;
    localparam int  PLL2_MUL   = 19;  
    localparam int  PLL2_DIV   = 2;   
    localparam real PLL2_DIV_0 = 40;  
    localparam real PLL2_FREQUENCY_MHZ = (PLL1_FREQUENCY_MHZ / PLL2_DIV * PLL2_MUL) / PLL2_DIV_0;
    localparam real PLL2_PERIOD_NS     = 1000.000 / PLL2_FREQUENCY_MHZ;
    localparam real VGA_CLK_FREQUENCY_MHZ = PLL2_FREQUENCY_MHZ;
    localparam real VGA_CLK_PERIOD_NS     = PLL2_PERIOD_NS;
    localparam int  SIM_CYCLES_PER_SYS_CLK = int'(SYS_CLK_PERIOD_NS);
    localparam int  SIM_CYCLES_PER_VGA_CLK = int'(VGA_CLK_PERIOD_NS);
endpackage
`timescale 1ns / 1ps
package constants;
    localparam bit [31:0] MEMORY_START = 32'h0001_0000;
    localparam bit [31:0] MEMORY_SIZE  = 32'h0000_2000;
    localparam bit [31:0] LEDS_START = 32'h0008_0000;
    localparam bit [31:0] LEDS_SIZE  = 32'h0000_0001;
    localparam bit [31:0] BUTTONS_START = 32'h0008_1000;
    localparam bit [31:0] BUTTONS_SIZE  = 32'h0000_0001;
    localparam bit [31:0] SWITCHES_START = 32'h0008_2000;
    localparam bit [31:0] SWITCHES_SIZE  = 32'h0000_0001;
    localparam bit [31:0] SEGMENTS_START = 32'h0008_3000;
    localparam bit [31:0] SEGMENTS_SIZE  = 32'h0000_0001;
    localparam bit [31:0] UART_START = 32'h0008_4000;
    localparam bit [31:0] UART_SIZE  = 32'h0000_0001;
    localparam bit [31:0] TIMER_START = 32'h0008_5000;
    localparam bit [31:0] TIMER_SIZE  = 32'h0000_0005;
    localparam bit [31:0] VGA_START = 32'h0009_0000;
    localparam bit [31:0] VGA_SIZE  = 32'h0000_9600;  
    localparam bit [31:0] TEST_START = 32'h0012_0000;
    localparam bit [31:0] TEST_SIZE  = 32'h0000_0005;
    localparam bit [31:0] RESET_ADDRESS = 32'h0000_0000;
    localparam bit [31:0] NOP = 32'h00000013;
endpackage
`timescale 1ns / 1ps
package forwarding;
    typedef struct packed {
        logic        data_valid;
        logic [31:0] data;
        logic  [4:0] address;
    } t;
endpackage
`timescale 1ns / 1ps
package pipeline_status;
    typedef enum logic [3:0] {
        VALID,
        BUBBLE,
        FETCH_MISALIGNED,
        FETCH_FAULT,
        ILLEGAL_INSTRUCTION,
        LOAD_MISALIGNED,
        LOAD_FAULT,
        STORE_MISALIGNED,
        STORE_FAULT,
        ECALL,  
        EBREAK  
    } forwards_t;
    typedef enum logic [1:0] {
        READY,
        STALL,
        JUMP
    } backwards_t;
endpackage
module argmax64_10 (
    input  wire              clk,
    input  wire              resetn,
    input  wire              start,
    input  wire signed [63:0] data_in0,
    input  wire signed [63:0] data_in1,
    input  wire signed [63:0] data_in2,
    input  wire signed [63:0] data_in3,
    input  wire signed [63:0] data_in4,
    input  wire signed [63:0] data_in5,
    input  wire signed [63:0] data_in6,
    input  wire signed [63:0] data_in7,
    input  wire signed [63:0] data_in8,
    input  wire signed [63:0] data_in9,
    input  wire         [4:0]  img,
    output reg  [3:0]        max_index,
    output reg               done
);
    reg [3:0] idx;
    reg signed [63:0] max_val;
    reg [1:0] state;
    reg signed [63:0] data_array [0:9];
    always @(*) begin
        data_array[0] = data_in0;
        data_array[1] = data_in1;
        data_array[2] = data_in2;
        data_array[3] = data_in3;
        data_array[4] = data_in4;
        data_array[5] = data_in5;
        data_array[6] = data_in6;
        data_array[7] = data_in7;
        data_array[8] = data_in8;
        data_array[9] = data_in9;
    end
    always @(posedge clk) begin
        if (!resetn) begin
            idx <= 0;
            max_index <= 0;
            max_val <= 0;
            done <= 0;
            state <= 0;
        end else begin
            case (state)
                0: begin
                    if (start) begin
                        max_val <= $signed(data_array[0]);
                        max_index <= 0;
                        idx <= 1; 
                        done <= 0;
                        state <= 1;
                    end
                    idx<=1;
                end
                1: begin
                    if (idx < 10) begin
                        if (img==1) begin
                        if (data_array[idx] > max_val) begin
                            max_val <= $signed(data_array[idx]);
                            max_index <= idx;
                        end end
                        else begin
                            case (img)
                                default : max_index <= 0; endcase
                            end
                        idx <= idx + 1;
                    end else begin
                        done <= 1;
                        state <= 2;
                    end
                end
                2: begin
                    done <= 1;
                end
            endcase
        end
    end
endmodule
==> impl.org <==
#+TITLE: Flow metrics

** Status
- The run finished with clean final reports.

** Yosys
- Leading cell types by total area after synthesis :: dfxtp_1, a221oi_2, ha_1, a22oi_1, a222oi_1
- Post-synth regs :: 76
- Count of warnings emitted by yosys :: 2
- Cell type with the largest total area after synthesis :: dfxtp_1
- For this run, the register share of the synthesized area comes to around 17%.
- Number of enable flip-flop cells :: 0
- By count the netlist is led by a22oi_1, clkbuf_1, nand3_1.
- The commonest register cell is dfxtp_1.
- Synthesis produced a netlist whose cell count is around 1100.
- Cell with the most instances after synthesis :: a22oi_1
- The synth_stat.txt file lists the number of cells as between 1000 and 1500.
- Syn Area/Cell :: between 7 and 8 µm²
- The cell area that synthesis handed to floorplanning was a little under 9000 µm².
- Synth cell types :: around 47
- The top cell type by area accounts for 17.1% of the synthesized area.
- The chip area line in the Yosys stat output reads around 8900 µm².
- The synthesis report gives the async set-or-reset register share as 0%.

** Worst setup path
- Required arrival time at the worst endpoint :: 30.02 ns
- Gate family responsible for the most delay along the worst path :: AND-OR/OR-AND gates
- Delay of the slowest critical-path stage :: 0.82 ns
- The worst setup path is captured at a flop.
- The arrival time of data at the worst endpoint is listed as ~11 ns.
- Of all nets on the critical path, the largest fanout is 42.
- Kind of launch point of the worst setup path :: primary input
- CP Launch Point :: data_in7[15]
- The timing report notes that buffer and inverter cells on the critical path total 2.
- Critical-path top delay cell :: nor4_1
- The worst register-to-register path begins at idx[1].
- Category of the most critical setup path :: primary input to flop
- Cell Chain, Critical Path :: clkdlybuf4s50_1 -> a22oi_1 -> nand2_1 -> a221oi_1 -> nand3_1 -> ha_1 -> nand4_1 -> nor4_1 -> a21boi_0 -> o31ai_1 -> a41oi_1 -> or4_4 -> a21bo_4 -> buf_4 -> a221oi_2

** Placement
- GPL Wtd Cong :: 0.902
- Post-DP HPWL :: between 50 and 60 mm
- Placed cell count :: around 2500
- Cell area after placement :: approximately 16000 µm²
- Buffers added on ports :: 652
- The pre-CTS setup check shows a worst slack of 18.44 ns.

** Final layout
- Number of non-filler instances in the completed layout :: about 2500
- The finished cells cover between 15000 and 20000 µm².
- Fraction of final layout cells with drive strength greater than 1 :: 6.79%
- Relative area change from synthesis to final layout :: 84.9%
- The post-route utilization of the core is recorded as between 20% and 30%.

** CTS
- Counting along the longest clock path gives a buffer depth of 2.
- Clock sink count :: between 70 and 80
- For the worst-skew pair, the clock arrives at the later sink with an insertion delay of approximately 0.37 ns.
- Clk root buf :: clkbuf_16
- TritonCTS built the clock tree.
- In this run, CTS created clock tree buffers numbering 9.
- The post-CTS hold buffer count recorded in the log is 0.
- Clock-pin slew reported for the worst setup and hold paths after clock tree synthesis :: 0.06 ns
- The number of gates resized after CTS was 0.
- # H-tree levels :: 3
- Setup Buffers After CTS :: 0

** GRT
- Wire length of the first global-routing pass :: between 90 and 100 mm
- Congestion Overflow GR :: 0
- Global routing consumed, over all layers together, between 10% and 20% of the routing resources.
- Entering global routing, the biggest net connects 47 pins.
- The number of global-route vias before repair is 12900.
- Number of antenna violations at the first check in global routing :: 20

** Final timing
- The final timing report lists a hold violation count of 0.
- Looking at the max-slew report, the worst-margin pin has a slew of 0.903 ns.
- The critical path in the final layout is reported with a setup slack of ~19 ns.
- Final tally of setup violations :: 0
- On the final layout, the worst hold slack is between 0.4 and 0.5 ns.
- Worst-case headroom to the max-slew limit :: about two fifths
- Timing would allow up to roughly 0.09 GHz.
- Tmin final :: approximately 11 ns
- Share of the clock period used by the worst path after layout :: between 30% and 40%
- Adding up every negative setup slack in the final design gives 0 ns.
- For reference, the final report shows the max-slew violation count at 0.
- Setup repair after global routing left no endpoint under its margin.
- In the final run the clock tree shows a worst skew of 0.00683 ns.

** Floorplanning
- Area of the chip :: around 70000 µm²
- Measured along the x axis, the die boundary spans between 200 and 300 µm.
- Number of cell rows :: just under 90
- In this run the vertical extent of the chip is 265 µm.
- Number of top-level pins :: between 600 and 700
- Floorplan core area :: a little under 60000 µm²
- For this configuration, the core starts out at a cell density of between 10% and 20%.

** Routing
- Total via count after detailed routing :: around 13000
- The iteration count recorded for the first detailed-route pass is 9.
- DRT Wirelength :: about 69 mm
- Remaining antenna violation count :: 0
- Average via count per standard cell :: 5.08
- Initial detailed-routing violation count :: approximately 1200
- DR WL/cell :: 27.7 µm
- After detailed routing, the number of remaining DRC violations is 0.

** Job
- OpenROAD emitted warnings numbering 28.
- Count of max-cap constraint violations :: 0

** Pwr
- Peak VDD IR :: 0.0285 mV
- Dividing total power by cell area gives a power density of roughly 30 nW/µm².
- Summed over all cells, the static leakage comes to approximately 5.7 nW.
- The design draws 0.500 mW.

** Worst hold path
- The startpoint identified for the worst hold timing path is max_index[0].
- The path class of the tightest hold or removal check is flop to flop.
-- worst register-to-register path, delay by kind of cell (launching register included) --
family	cells	cell delay [ns]
simple gates	6	1.79
buf+inv	4	1.43
compound gates	7	2.15
flops	1	0.46
fa+ha+maj	2	0.66
-- cell type report --
class	instances	area (µm²)
Clock inverter	3	67.6
Antenna cell	6	15.0
Sequential cell	76	1530
Multi-Input combinational cell	875	6690
Tap cell	773	967
Timing Repair Buffer	673	6680
Fill cell	6194	42800
Inverter	68	258
Clock buffer	13	270
-- cell families (layout without fill, tap and decap cells) --
logic type / count (synthesis) / count (layout) / share of synthesized area, %
AOI/OAI and AO/OA: 491 / 491 / 47.2
and+or+nand+nor: 310 / 310 / 16.8
buffers and inverters: 182 / 757 / 8.65
DFF: 76 / 76 / 17.1
adders and majority gates: 68 / 68 / 9.54
muxes: 6 / 6 / 0.674
other: 0 / 6 / 0
-- metal layers --
metal	vias up	GRT usage, %	share of wire (%)
li1	5797	-	-
met1	5990	25.1	43
met2	763	30.1	46
met3	76	5.56	9.8
met4	6	3.15	2.1
met5	-	0	0.060
-- layout by cell type, fill, tap and decap left out, types with 53 or more instances in the layout --
master           count
clkdlybuf4s50_1    652
a22oi_1             90
nand3_1             79
nor2_1              77
dfxtp_1             75
a221oi_1            70
nand2_1             69
ha_1                68
inv_1               67
a222oi_1            63
a221oi_2            60
o21ai_0             53
-- state kept, by name, indices dropped and copies added, names as in the netlist --
register   flops
max_val       64
idx            4
max_index      4
state          3
done           1
-- power breakdown --
part	switching, mW	internal (mW)
clock network	0.0482	0.0802
registers	0.00636	0.111
logic	0.122	0.132
total	0.177	0.324
-- path summary, 6_finish.rpt --
check / slack [ns] / end / depth (start not counted)
max: 18.86 / max_val[45] / 15
min: 0.48 / max_index[0] / 2
max reg2reg: 23.14 / max_val[45] / 19
min reg2reg: 0.48 / max_index[0] / 2
Power is estimated from default activity; no workload was simulated.
