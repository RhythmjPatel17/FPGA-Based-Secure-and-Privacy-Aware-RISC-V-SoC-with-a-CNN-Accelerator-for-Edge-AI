`config.mk`:
```
export PLATFORM = sky130hd
export DESIGN_NAME = argmax32_10_1
export DESIGN_NICKNAME = argmax32_10_1
export VERILOG_FILES = /design/flow/design.v
export SDC_FILE = /design/flow/constraint.sdc
export NUM_CORES = 4
export LEC_CHECK = 1
export CORE_AREA = 10 10 167 167
export DIE_AREA = 0 0 177 177
```
`constraint.sdc`:
```
current_design argmax32_10_1

set clk_period 11.2
set clk_io_pct 0.2

create_clock -name clk0 -period $clk_period [get_ports {clk}]

set non_clock_inputs [all_inputs -no_clocks]
set_input_delay [expr $clk_period * $clk_io_pct] -clock clk0 $non_clock_inputs
set_output_delay [expr $clk_period * $clk_io_pct] -clock clk0 [all_outputs]
```
`design.v`:
```
`timescale 1ns / 1ps
package clk_params;
    localparam real INPUT_CLK_FREQUENCY_MHZ    =  100.000;
    localparam real INPUT_CLK_JITTER_PS        =   95.000;
    localparam real INPUT_CLK_JITTER_TO_PERIOD =    0.010;   
    localparam real INPUT_CLK_PERIOD_NS        = 1000.000 / INPUT_CLK_FREQUENCY_MHZ;
    localparam real MMCM_MUL   = 10.000;  
    localparam int  MMCM_DIV   = 1;       
    localparam real MMCM_DIV_0 = 20.000;  
    localparam real SYS_CLK_FREQUENCY_MHZ = (INPUT_CLK_FREQUENCY_MHZ / MMCM_DIV * MMCM_MUL) / MMCM_DIV_0;
    localparam real SYS_CLK_PERIOD_NS     = 1000.000 / SYS_CLK_FREQUENCY_MHZ;
    localparam int  PLL1_MUL   = 53;  
    localparam int  PLL1_DIV   = 5;   
    localparam real PLL1_DIV_0 = 10;  
    localparam real PLL1_FREQUENCY_MHZ = (INPUT_CLK_FREQUENCY_MHZ / PLL1_DIV * PLL1_MUL) / PLL1_DIV_0;
    localparam real PLL1_PERIOD_NS     = 1000.000 / PLL1_FREQUENCY_MHZ;
    localparam int  PLL2_MUL   = 19;  
    localparam int  PLL2_DIV   = 2;   
    localparam real PLL2_DIV_0 = 40;  
    localparam real PLL2_FREQUENCY_MHZ = (PLL1_FREQUENCY_MHZ / PLL2_DIV * PLL2_MUL) / PLL2_DIV_0;
    localparam real PLL2_PERIOD_NS     = 1000.000 / PLL2_FREQUENCY_MHZ;
    localparam real VGA_CLK_FREQUENCY_MHZ = PLL2_FREQUENCY_MHZ;
    localparam real VGA_CLK_PERIOD_NS     = PLL2_PERIOD_NS;
    localparam int  SIM_CYCLES_PER_SYS_CLK = int'(SYS_CLK_PERIOD_NS);
    localparam int  SIM_CYCLES_PER_VGA_CLK = int'(VGA_CLK_PERIOD_NS);
endpackage
`timescale 1ns / 1ps
package constants;
    localparam bit [31:0] MEMORY_START = 32'h0001_0000;
    localparam bit [31:0] MEMORY_SIZE  = 32'h0000_2000;
    localparam bit [31:0] LEDS_START = 32'h0008_0000;
    localparam bit [31:0] LEDS_SIZE  = 32'h0000_0001;
    localparam bit [31:0] BUTTONS_START = 32'h0008_1000;
    localparam bit [31:0] BUTTONS_SIZE  = 32'h0000_0001;
    localparam bit [31:0] SWITCHES_START = 32'h0008_2000;
    localparam bit [31:0] SWITCHES_SIZE  = 32'h0000_0001;
    localparam bit [31:0] SEGMENTS_START = 32'h0008_3000;
    localparam bit [31:0] SEGMENTS_SIZE  = 32'h0000_0001;
    localparam bit [31:0] UART_START = 32'h0008_4000;
    localparam bit [31:0] UART_SIZE  = 32'h0000_0001;
    localparam bit [31:0] TIMER_START = 32'h0008_5000;
    localparam bit [31:0] TIMER_SIZE  = 32'h0000_0005;
    localparam bit [31:0] VGA_START = 32'h0009_0000;
    localparam bit [31:0] VGA_SIZE  = 32'h0000_9600;  
    localparam bit [31:0] TEST_START = 32'h0012_0000;
    localparam bit [31:0] TEST_SIZE  = 32'h0000_0005;
    localparam bit [31:0] RESET_ADDRESS = 32'h0000_0000;
    localparam bit [31:0] NOP = 32'h00000013;
endpackage
`timescale 1ns / 1ps
package forwarding;
    typedef struct packed {
        logic        data_valid;
        logic [31:0] data;
        logic  [4:0] address;
    } t;
endpackage
`timescale 1ns / 1ps
package pipeline_status;
    typedef enum logic [3:0] {
        VALID,
        BUBBLE,
        FETCH_MISALIGNED,
        FETCH_FAULT,
        ILLEGAL_INSTRUCTION,
        LOAD_MISALIGNED,
        LOAD_FAULT,
        STORE_MISALIGNED,
        STORE_FAULT,
        ECALL,  
        EBREAK  
    } forwards_t;
    typedef enum logic [1:0] {
        READY,
        STALL,
        JUMP
    } backwards_t;
endpackage
module argmax32_10_1 (
    input  wire              clk,
    input  wire              resetn,
    input  wire              start,
    input  wire signed [31:0] data_in0,
    input  wire signed [31:0] data_in1,
    input  wire signed [31:0] data_in2,
    input  wire signed [31:0] data_in3,
    input  wire signed [31:0] data_in4,
    input  wire signed [31:0] data_in5,
    input  wire signed [31:0] data_in6,
    input  wire signed [31:0] data_in7,
    input  wire signed [31:0] data_in8,
    input  wire signed [31:0] data_in9,
    input  wire         [4:0]  img,
    output reg  [3:0]        max_index,
    output reg               done
);
    reg [3:0] idx;
    reg signed [31:0] max_val;
    reg [1:0] state;
    reg signed [31:0] data_array [0:9];
    always @(*) begin
        data_array[0] = data_in0;
        data_array[1] = data_in1;
        data_array[2] = data_in2;
        data_array[3] = data_in3;
        data_array[4] = data_in4;
        data_array[5] = data_in5;
        data_array[6] = data_in6;
        data_array[7] = data_in7;
        data_array[8] = data_in8;
        data_array[9] = data_in9;
    end
    always @(posedge clk) begin
        if (!resetn) begin
            idx <= 0;
            max_index <= 0;
            max_val <= 0;
            done <= 0;
            state <= 0;
        end else begin
            case (state)
                0: begin
                    if (start) begin
                        max_val <= $signed(data_array[0]);
                        max_index <= 0;
                        idx <= 1; 
                        done <= 0;
                        state <= 1;
                    end
                    idx<=1;
                end
                1: begin
                    if (idx < 10) begin
                        if (img==1) begin
                        if (data_array[idx] > max_val) begin
                            max_val <= $signed(data_array[idx]);
                            max_index <= idx;
                        end end
                        else begin
                            case (img)
                                default : max_index <= 0; endcase
                            end
                        idx <= idx + 1;
                    end else begin
                        done <= 1;
                        state <= 2;
                    end
                end
                2: begin
                    done <= 1;
                end
            endcase
        end
    end
endmodule
```
`run.sh`:
```
#!/bin/bash
# OpenROAD 26Q1-2900-gdf79404cd8, Yosys 0.63+post, stock flow scripts
make -C /OpenROAD-flow-scripts/flow DESIGN_CONFIG=/design/flow/config.mk WORK_HOME=/design/flow/orfs finish
```
==> Changelog: implementation <==
### Metrics

* Main kind of combinational logic by area: AND-OR/OR-AND gates
* Hold Vio Cnt, Final at 0
* Flops after synth at 44
* All-Layer GR Usage at between 10% and 20%
* Unique cell types at 44
* Die W at 177 µm
* CTS tree: yes
* Final Skew at 0.007354 ns
* Die Span Y at 177 µm
* Worst setup EP type: flip-flop
* Yosys warns at 2
* WHS Path Cells at 2
* Dpl cells at around 1,300
* R2r startpoint: idx[1]$_SDFFE_PN0P_
* Hold Buf Count CTS at 0
* CP required at 11.42 ns
* Mux frac, synth at under 10%
* Yosys simple share at 20.85%
* Synth area leader: dfxtp_1
* Slew headroom at 49.72%
* Worst endpoint data arrival time at between 6 and 7 ns
* Hold_ws at roughly 0.45 ns
* Post-synth ARST share at 0%
* Hold Path Sink: max_val[3]$_SDFFE_PN0P_
* Total power draw at approximately 0.66 mW
* FP Core Util at 19.84%
* Routed Antenna Nets at 0
* Port bufs at around 330
* Vias at 6,334
* Vias per inst at 5.019
* Site row count at 57
* Slew Viols, Final at 0
* Post-Layout Cell Count at 1,262
* Post-synthesis instance total at 643
* Synthesis-to-finish area growth at 78.04%
* Final-report setup violation count at 0
* Synth top area share at 18.25%
* Unrepaired setup endpoints after global routing: false
* Adder share at around a tenth
* Final period utilization at 56.12%
* Kind of critical path: input pin to flip-flop
* Peak supply drop at between 80 and 90 µV
* Number of DRC markers in iteration 0 at 533
* Initial antenna violation count at 1
* Post-DR wirelength/cell at 23.45 µm
* Final Cell Area at 8592 µm²
* Min-Delay Startpoint: max_val[3]$_SDFFE_PN0P_
* Crit path launch type: input pin
* Mapped Area at approximately 4800 µm²
* Placeable Area at around 24,000 µm²
* Register share after synthesis at 18.25%
* Hpwl dp at roughly 24 mm
* Fraction of layout cells with a size suffix above 1 at 5.117%
* Ports at ~330
* Placed Instance Area at 8409 µm²
* Vias in the first global route at ~6,600
* Pre-CTS WS at 4.630 ns
* Drt drc at 0
* Post-synth EDFFs at 0
* Clk ins delay skew pair at roughly 0.29 ns
* Die area at about 31,000 µm²
* Largest net degree at the start of global routing at 53
* Dominant register cell: dfxtp_1
* Xor/xnor share at less than 1%
* End-of-flow core utilization at 35.33%
* Setup WS post-layout at 4.915 ns
* Reg2Reg Depth at 18
* Reg-to-Reg End: max_val[7]$_SDFFE_PN0P_
* Synth Area per Inst at 7.505 µm²
* Biggest area cells: dfxtp_1 (18%), ha_1 (9.3%), a22oi_1 (7.8%)
* H-tree depth at 2
* Fmax at 0.1591 GHz
* Clk slew on worst S/H paths at 0.07 ns
* DRT Pass-1 Iters at 5
* Max Root-Sink Buffers at 2
* Slew @ Worst Pin at 0.7534 ns
* Status: completed
* Reg2reg setup slack at 5.80 ns
* Total grt overflow at 0
* Max Cap Viol at 0
* Routed wire length at around 30 mm
* Final TNS setup at 0 ns
* Tool warning count at 28
* Routability cong. at roughly 0.93
* Clk sinks at 44
* Post-layout minimum cycle time at 6.285 ns
* Pwr/cell area at slightly below 80 nW/µm²
* Hold Path Class: flip-flop to flip-flop
* Post-synth area from yosys stat at 4826 µm²
* Num CTS Buffers at 5
* # diodes at 0
* Yosys cell count at 643
* Setup bufs post-CTS at 0
* CP max FO at 18
* Root Driver: clkbuf_16
* First-pass GRT wire length at 42.24 mm
* Yosys aoi share at between 30% and 40%
* Pleak at about 3.2 nW
* Post_cts resized at 0
[worst max path at each step]
stage / from / endpoint / slack, ns
after global routing: data_in6[12] / max_val[11]$_SDFFE_PN0P_ / 4.56
after CTS: data_in8[13] / max_val[7]$_SDFFE_PN0P_ / 4.92
final: data_in7[31] / max_val[7]$_SDFFE_PN0P_ / 4.91
[critical path, cell delays in order]
cell and delay (ns):
clkdlybuf4s50_1 0.40, a22oi_1 0.23, nand2_1 0.07, a221oi_1 0.50, nand3_1 0.18, ha_1 0.38, nand4_1 0.19, nor4_2 0.35
nand2_1 0.12, a31oi_1 0.20, o21ai_1 0.14, a211oi_4 0.42, or2_2 0.46, buf_4 0.39, mux2i_1 0.22
[where the power goes]
| group | switching, mW | internal (mW) | total [mW] |
|---|---|---|---|
| clock | 0.0643 | 0.118 | 0.182 |
| sequential | 0.00596 | 0.167 | 0.173 |
| combinational | 0.137 | 0.172 | 0.309 |
| total | 0.207 | 0.457 | 0.664 |
[cells by family after synthesis]
| family | Yosys count |
|---|---|
| AND-OR/OR-AND | 227 |
| AND/OR/NAND/NOR | 211 |
| buffers and inverters | 96 |
| flip-flops | 44 |
| adder cells (fa/ha/maj) | 36 |
| multiplexers | 28 |
| XOR/XNOR | 1 |
[layout by cell type (no fill, tap or decap), drive strengths merged, types with 12 or more instances in the layout]
master	netlist	final
a21boi	17	17
o21ai	18	18
a22o	16	16
a22oi	50	50
mux2i	28	28
clkdlybuf4s50	0	331
nor2	28	28
a222oi	32	32
dfxtp	44	44
ha	36	36
nand2	92	92
o211ai	33	33
a21oi	12	12
nand4	22	22
buf	11	16
a221oi	33	33
inv	35	35
nand3	36	36
[synth_stat cells, drive strengths merged (12+ instances only)]
cell type  instances
nand4             22
a21boi            17
o211ai            33
a222oi            32
ha                36
a22o              16
clkbuf            49
a21oi             12
nand3             36
mux2i             28
inv               35
nand2             92
nor2              28
a22oi             50
o21ai             18
dfxtp             44
a221oi            33
[area by class of cell]
class	count	area [µm²]
clock inverters	1	30.03
flip-flops and latches	44	882.1
well taps	324	405.4
inverters	36	135.1
multi-input cells	503	3556
repair buffers	347	3431
fillers	2501	15730
clock buffers	7	152.6
[routing by layer]
| metal | up-vias | wire length (µm) | global-route usage (%) |
|---|---|---|---|
| li1 | 3085 | - | - |
| met1 | 2896 | 12460 | 22.93 |
| met2 | 323 | 13520 | 29.92 |
| met3 | 28 | 2999 | 6.046 |
| met4 | 2 | 591 | 3.047 |
| met5 | - | 20 | 0 |
[state kept, by name (all words and copies together) (netlist names)]
name and count:
done 1, idx 4, max_index 4, max_val 32
state 3
Power figures rest on the tool's default switching activity, not on a simulated workload.
