File: flow/config.mk
export PLATFORM = sky130hd
export DESIGN_NAME = wishbone_led
export DESIGN_NICKNAME = wishbone_led
export VERILOG_FILES = /design/flow/design.v
export SDC_FILE = /design/flow/constraint.sdc
export NUM_CORES = 4
export LEC_CHECK = 1
export CORE_UTILIZATION = 50
File: flow/constraint.sdc
current_design wishbone_led

set clk_period 6.4
set clk_io_pct 0.2

create_clock -name clk0 -period $clk_period [get_ports {clk}]

set non_clock_inputs [all_inputs -no_clocks]
set_input_delay [expr $clk_period * $clk_io_pct] -clock clk0 $non_clock_inputs
set_output_delay [expr $clk_period * $clk_io_pct] -clock clk0 [all_outputs]
File: flow/design.v
`timescale 1ns / 1ps
package clk_params;
    localparam real INPUT_CLK_FREQUENCY_MHZ    =  100.000;
    localparam real INPUT_CLK_JITTER_PS        =   95.000;
    localparam real INPUT_CLK_JITTER_TO_PERIOD =    0.010;   
    localparam real INPUT_CLK_PERIOD_NS        = 1000.000 / INPUT_CLK_FREQUENCY_MHZ;
    localparam real MMCM_MUL   = 10.000;  
    localparam int  MMCM_DIV   = 1;       
    localparam real MMCM_DIV_0 = 20.000;  
    localparam real SYS_CLK_FREQUENCY_MHZ = (INPUT_CLK_FREQUENCY_MHZ / MMCM_DIV * MMCM_MUL) / MMCM_DIV_0;
    localparam real SYS_CLK_PERIOD_NS     = 1000.000 / SYS_CLK_FREQUENCY_MHZ;
    localparam int  PLL1_MUL   = 53;  
    localparam int  PLL1_DIV   = 5;   
    localparam real PLL1_DIV_0 = 10;  
    localparam real PLL1_FREQUENCY_MHZ = (INPUT_CLK_FREQUENCY_MHZ / PLL1_DIV * PLL1_MUL) / PLL1_DIV_0;
    localparam real PLL1_PERIOD_NS     = 1000.000 / PLL1_FREQUENCY_MHZ;
    localparam int  PLL2_MUL   = 19;  
    localparam int  PLL2_DIV   = 2;   
    localparam real PLL2_DIV_0 = 40;  
    localparam real PLL2_FREQUENCY_MHZ = (PLL1_FREQUENCY_MHZ / PLL2_DIV * PLL2_MUL) / PLL2_DIV_0;
    localparam real PLL2_PERIOD_NS     = 1000.000 / PLL2_FREQUENCY_MHZ;
    localparam real VGA_CLK_FREQUENCY_MHZ = PLL2_FREQUENCY_MHZ;
    localparam real VGA_CLK_PERIOD_NS     = PLL2_PERIOD_NS;
    localparam int  SIM_CYCLES_PER_SYS_CLK = int'(SYS_CLK_PERIOD_NS);
    localparam int  SIM_CYCLES_PER_VGA_CLK = int'(VGA_CLK_PERIOD_NS);
endpackage
`timescale 1ns / 1ps
package constants;
    localparam bit [31:0] MEMORY_START = 32'h0001_0000;
    localparam bit [31:0] MEMORY_SIZE  = 32'h0000_2000;
    localparam bit [31:0] LEDS_START = 32'h0008_0000;
    localparam bit [31:0] LEDS_SIZE  = 32'h0000_0001;
    localparam bit [31:0] BUTTONS_START = 32'h0008_1000;
    localparam bit [31:0] BUTTONS_SIZE  = 32'h0000_0001;
    localparam bit [31:0] SWITCHES_START = 32'h0008_2000;
    localparam bit [31:0] SWITCHES_SIZE  = 32'h0000_0001;
    localparam bit [31:0] SEGMENTS_START = 32'h0008_3000;
    localparam bit [31:0] SEGMENTS_SIZE  = 32'h0000_0001;
    localparam bit [31:0] UART_START = 32'h0008_4000;
    localparam bit [31:0] UART_SIZE  = 32'h0000_0001;
    localparam bit [31:0] TIMER_START = 32'h0008_5000;
    localparam bit [31:0] TIMER_SIZE  = 32'h0000_0005;
    localparam bit [31:0] VGA_START = 32'h0009_0000;
    localparam bit [31:0] VGA_SIZE  = 32'h0000_9600;  
    localparam bit [31:0] TEST_START = 32'h0012_0000;
    localparam bit [31:0] TEST_SIZE  = 32'h0000_0005;
    localparam bit [31:0] RESET_ADDRESS = 32'h0000_0000;
    localparam bit [31:0] NOP = 32'h00000013;
endpackage
`timescale 1ns / 1ps
package forwarding;
    typedef struct packed {
        logic        data_valid;
        logic [31:0] data;
        logic  [4:0] address;
    } t;
endpackage
`timescale 1ns / 1ps
package pipeline_status;
    typedef enum logic [3:0] {
        VALID,
        BUBBLE,
        FETCH_MISALIGNED,
        FETCH_FAULT,
        ILLEGAL_INSTRUCTION,
        LOAD_MISALIGNED,
        LOAD_FAULT,
        STORE_MISALIGNED,
        STORE_FAULT,
        ECALL,  
        EBREAK  
    } forwards_t;
    typedef enum logic [1:0] {
        READY,
        STALL,
        JUMP
    } backwards_t;
endpackage
module wishbone_led(
    input  logic clk,
    input  logic rst,
    input  logic [6:0] switches,   
    output logic [6:0] leds,
    input  logic [31:0] alu_result_in,
    input  logic        alu_valid_in
);
    logic [31:0] alu_result_store [0:63];
    logic [5:0]  result_index;
    logic [1:0] mode;
    always_ff @(posedge clk or posedge rst) begin
        if (rst) begin
            result_index <= 0;
        end else if (alu_valid_in) begin
            alu_result_store[result_index] <= alu_result_in;
            result_index <= result_index + 1;
        end
    end
    assign mode = switches[6:5];
    always_comb begin
        if (switches[4:0] < 64) begin
            leds = alu_result_store[switches[4:0]][6:0];
        end else begin
            leds = 7'h00; 
        end
    end
endmodule
File: flow/run.sh
#!/bin/bash
# OpenROAD 26Q1-2900-gdf79404cd8, Yosys 0.63+post, stock flow scripts
make -C /OpenROAD-flow-scripts/flow DESIGN_CONFIG=/design/flow/config.mk WORK_HOME=/design/flow/orfs finish
==> Changelog: implementation <==
### Metrics

* Class of the tightest hold or removal check: reg2reg
* Worst Setup End Kind: output pin
* Synth async-reset ratio at 2.61%
* Sequential area share after synthesis at 72.2%
* Worst ir drop on vdd at 289 uV
* Average detailed-routed wire length per instance at 25.1 um
* Total power at 3.59 mW
* Crit path launch type: input port
* Via count of the first global-routing pass at 5,925
* CTS clk-pin slew, worst paths at 0.06 ns
* Root buffer selected by CTS: clkbuf_16
* Final max-slew violation count at 0
* Clock buffer depth at 3
* Total iterations of the first detailed-routing run at 7
* Gpl congestion at 1.01
* Slew margin rel. at 39.7%
* Number of DRC markers in iteration 0 at 491
* H-tree level count at 1
* Overflow after GRT at 0
* Syn_area_per_cell at 15.0 um2
* Die width at 140 um
* Cell count listed in synth_stat.txt at 633
* Portion of synthesized cell area occupied by the leading cell type at 70.6%
* Crit path kind: in2out
* Total routing usage reported by global routing at 27.0%
* Outcome: finished clean
* Unique masters post-synth at 56
* Post-layout min period at 5.79 ns
* Core region area at 0.0187 mm2
* Total of warnings raised by yosys at 2
* Final critical-path setup slack at 0.610 ns
* Chip area in the Yosys report at 0.00952 mm2
* Critical path data required time at 5.12 ns
* Hold_buf cts at 0
* Critical Path Fanout Max at 16
* Post-CTS setup buffer count at 0
* Final hold violation count at 0
* Final Util at 58.6%
* Detailed-route vias per instance at 6.33
* Share of the clock period used by the worst path at 90.5%
* Number of top-level pins at 49
* Overall die height at 140 um
* RSZ-0062 raised after global routing: no
* Leakage at 3.66 nW
* Worst Clk Skew at 0.00796 ns
* Post-DP Area at 0.0101 mm2
* Clock latency on the worst-skew pair at 0.51 ns
* Number of antenna violations at the first check in global routing at 0
* Final instance area at 0.0110 mm2
* Gate count of the mapped netlist at 633
* TritonCTS clock tree: yes
* Dominant cell type by area after synthesis: edfxtp_1
* Detailed-route via count at 5,829
* Flip-flops with a built-in enable at 224
* Count of cells resized by post-cts repair at 0
* Transition time at the pin with the least slew margin at 0.891 ns
* Post-DP HPWL at 14,800 um
* P per Cell Area at 328 mW/mm2
* Count of maximum capacitance violations at 0
* DRC violations left at 0
* Share of cells above drive strength 1 at 13.7%
* Worst slack, placed at 0.683 ns
* Pin count of the biggest net entering global routing at 44
* Dominant cells by area after synthesis: edfxtp_1 (71%), a22oi_1 (2.2%), nand3_1 (2.2%), mux2_2 (2.1%), dfrtp_1 (1.6%)
* Global-route wire length before repair at 35,200 um
* Number of clock buffers inserted by TritonCTS at 24
* Tally of nets with antenna violations remaining after routing at 0
* Die area at 0.0196 mm2
* Highest clock frequency the design can meet at 173 MHz
* Area growth syn-to-layout at 15.0%
* Dominant Register Cell: edfxtp_1
* Port Buffers at 21
* Final-layout setup total negative slack at 0 ns
* Post-Route WL at 23,100 um
* Core utilization at floorplan at 50.9%
* Number of warnings in the stage logs at 55
* Number of antenna diodes at 0
* Synth Cell Area at 0.00952 mm2
* Endpoint arrival time on the critical path at 4.51 ns
* Placement row count at 50
* Flops out of synthesis at 230
* Clock tree sinks at 230
* Final setup viols at 0
layout by cell type, fill, tap and decap left out, drive strengths merged, types with 8 or more instances in the layout:
cell,synthesis,layout
a22o,17,17
o21ai,20,20
a21oi,10,10
clkdlybuf4s50,0,19
nand2b,8,8
mux2,18,18
nor3b,11,11
clkbuf,27,29
nand3,41,41
nor3,8,8
and3b,12,12
a211oi,9,9
buf,15,34
nor2,27,27
nor2b,10,10
nand2,21,21
a22oi,28,28
edfxtp,224,224
and3,11,11
and2,18,18
power breakdown:
group          switching (mW)  internal, mW
sequential             0.0373          1.71
clock                   0.542         0.993
combinational           0.201         0.104
per-stage QoR:
step / instances / hold slack, ns
final: 921 / 0.494
after global routing: 921 / 0.527
after CTS: 921 / 0.495
after detailed placement: 878 / 0.482
after global placement: 878 / 0.476
after floorplan: 633 / 0.456
flip-flops by register name, summed over array words and instances (netlist names):
name and count:
result_index 6, alu_result_store 224
kinds of logic after synthesis:
logic type / count (synthesis) / share of synthesized area [%]
DFF: 230 / 72.2
and+or+nand+nor: 201 / 12.5
AOI/OAI and AO/OA: 120 / 9.20
buffers and inverters: 48 / 2.21
muxes: 25 / 2.86
xor gates and xnor gates: 5 / 0.460
adders and majority gates: 4 / 0.526
layout make-up:
type	instances	area (um2)
multi-input combinational	355	2430
clock inverter	14	246
fill	1405	7750
timing repair buffer	53	440
inverter	6	22.5
sequential	230	6880
tap	234	293
clock buffer	29	641
cell usage after synthesis (all sizes together), types with 8 or more instances:
master / n
nor2: 27
a211oi: 9
nor2b: 10
nor3: 8
and3: 11
nand2b: 8
nor3b: 11
buf: 15
a22o: 17
a21oi: 10
and2: 18
o21ai: 20
and3b: 12
clkbuf: 27
mux2: 18
nand2: 21
edfxtp: 224
nand3: 41
a22oi: 28
path summary, 6_finish.rpt:
kind / startpoint / endpoint / slack [ns] / depth (start not counted)
worst min-delay path: result_index[5] / result_index[5] / 0.49 / 1
worst max-delay path: switches[4] / leds[3] / 0.61 / 9
max in group asynchronous: rst / result_index[3] / 5.17 / 2
min in group asynchronous: rst / result_index[2] / 1.05 / 2
worst min register to register: result_index[5] / result_index[5] / 0.49 / 1
worst max register to register: result_index[4] / alu_result_store[1][3] / 3.91 / 3
worst max-delay path, cell delays in order:
cell             delay [ns]
clkdlybuf4s50_1        0.85
buf_4                  0.40
nor4b_1                0.80
a22oi_1                0.20
nand2_1                0.12
nor4_1                 0.06
buf_4                  0.16
a31oi_1                0.15
clkdlybuf4s50_1        0.49
routing by layer:
layer / global-route usage, % / part of all wire, %
met3: 14.8 / 13
met2: 36.2 / 44
met5: 1.75 / 0.19
met1: 43.2 / 40
met4: 6.02 / 2.6
Power and IR drop assume default switching activity.
