==> design/flow/design.v <==
`timescale 1ns / 1ps
package clk_params;
    localparam real INPUT_CLK_FREQUENCY_MHZ    =  100.000;
    localparam real INPUT_CLK_JITTER_PS        =   95.000;
    localparam real INPUT_CLK_JITTER_TO_PERIOD =    0.010;   
    localparam real INPUT_CLK_PERIOD_NS        = 1000.000 / INPUT_CLK_FREQUENCY_MHZ;
    localparam real MMCM_MUL   = 10.000;  
    localparam int  MMCM_DIV   = 1;       
    localparam real MMCM_DIV_0 = 20.000;  
    localparam real SYS_CLK_FREQUENCY_MHZ = (INPUT_CLK_FREQUENCY_MHZ / MMCM_DIV * MMCM_MUL) / MMCM_DIV_0;
    localparam real SYS_CLK_PERIOD_NS     = 1000.000 / SYS_CLK_FREQUENCY_MHZ;
    localparam int  PLL1_MUL   = 53;  
    localparam int  PLL1_DIV   = 5;   
    localparam real PLL1_DIV_0 = 10;  
    localparam real PLL1_FREQUENCY_MHZ = (INPUT_CLK_FREQUENCY_MHZ / PLL1_DIV * PLL1_MUL) / PLL1_DIV_0;
    localparam real PLL1_PERIOD_NS     = 1000.000 / PLL1_FREQUENCY_MHZ;
    localparam int  PLL2_MUL   = 19;  
    localparam int  PLL2_DIV   = 2;   
    localparam real PLL2_DIV_0 = 40;  
    localparam real PLL2_FREQUENCY_MHZ = (PLL1_FREQUENCY_MHZ / PLL2_DIV * PLL2_MUL) / PLL2_DIV_0;
    localparam real PLL2_PERIOD_NS     = 1000.000 / PLL2_FREQUENCY_MHZ;
    localparam real VGA_CLK_FREQUENCY_MHZ = PLL2_FREQUENCY_MHZ;
    localparam real VGA_CLK_PERIOD_NS     = PLL2_PERIOD_NS;
    localparam int  SIM_CYCLES_PER_SYS_CLK = int'(SYS_CLK_PERIOD_NS);
    localparam int  SIM_CYCLES_PER_VGA_CLK = int'(VGA_CLK_PERIOD_NS);
endpackage
`timescale 1ns / 1ps
package constants;
    localparam bit [31:0] MEMORY_START = 32'h0001_0000;
    localparam bit [31:0] MEMORY_SIZE  = 32'h0000_2000;
    localparam bit [31:0] LEDS_START = 32'h0008_0000;
    localparam bit [31:0] LEDS_SIZE  = 32'h0000_0001;
    localparam bit [31:0] BUTTONS_START = 32'h0008_1000;
    localparam bit [31:0] BUTTONS_SIZE  = 32'h0000_0001;
    localparam bit [31:0] SWITCHES_START = 32'h0008_2000;
    localparam bit [31:0] SWITCHES_SIZE  = 32'h0000_0001;
    localparam bit [31:0] SEGMENTS_START = 32'h0008_3000;
    localparam bit [31:0] SEGMENTS_SIZE  = 32'h0000_0001;
    localparam bit [31:0] UART_START = 32'h0008_4000;
    localparam bit [31:0] UART_SIZE  = 32'h0000_0001;
    localparam bit [31:0] TIMER_START = 32'h0008_5000;
    localparam bit [31:0] TIMER_SIZE  = 32'h0000_0005;
    localparam bit [31:0] VGA_START = 32'h0009_0000;
    localparam bit [31:0] VGA_SIZE  = 32'h0000_9600;  
    localparam bit [31:0] TEST_START = 32'h0012_0000;
    localparam bit [31:0] TEST_SIZE  = 32'h0000_0005;
    localparam bit [31:0] RESET_ADDRESS = 32'h0000_0000;
    localparam bit [31:0] NOP = 32'h00000013;
endpackage
`timescale 1ns / 1ps
package forwarding;
    typedef struct packed {
        logic        data_valid;
        logic [31:0] data;
        logic  [4:0] address;
    } t;
endpackage
`timescale 1ns / 1ps
package pipeline_status;
    typedef enum logic [3:0] {
        VALID,
        BUBBLE,
        FETCH_MISALIGNED,
        FETCH_FAULT,
        ILLEGAL_INSTRUCTION,
        LOAD_MISALIGNED,
        LOAD_FAULT,
        STORE_MISALIGNED,
        STORE_FAULT,
        ECALL,  
        EBREAK  
    } forwards_t;
    typedef enum logic [1:0] {
        READY,
        STALL,
        JUMP
    } backwards_t;
endpackage
module signature_verifier_4bit #(
    parameter logic [3:0] SECRET_KEY = 4'hA
) (
    input  logic        clk,
    input  logic        resetn,
    input  logic [3:0]  sig_input,
    input  logic [3:0]  key_input,
    input  logic        mode_select,
    input  logic [1:0]  axi_master_id,
    input  logic [3:0]  challenge,
    input  logic        inject_noise,
    input  logic        start,
    output logic        sig_valid,
    output logic inject
);
    logic [15:0] salted_challenge;
    logic [3:0] expected_sig;
    assign salted_challenge = {inject_noise,mode_select,axi_master_id,key_input,sig_input,1'b0,challenge[3:1]} ;
    assign expected_sig      = salted_challenge[3:0] ^ SECRET_KEY;
    always_ff @(posedge clk or negedge resetn) begin
        if (!resetn) begin 
            sig_valid <= 1'b0;
            inject <= 1'b0; end
        else if (start) begin 
            sig_valid <= (salted_challenge[7:4] == expected_sig)&&(salted_challenge[14]==1'b1)&&(salted_challenge[13:12]==2'b10)&&(salted_challenge[11:8]==4'b1010);
            if (salted_challenge[15]==1) inject<=1;
     end
     end
endmodule
==> design/flow/run.sh <==
#!/bin/bash
# OpenROAD 26Q1-2900-gdf79404cd8, Yosys 0.63+post, stock flow scripts
make -C /OpenROAD-flow-scripts/flow DESIGN_CONFIG=/design/flow/config.mk WORK_HOME=/design/flow/orfs finish
==> design/flow/config.mk <==
export PLATFORM = sky130hd
export DESIGN_NAME = signature_verifier_4bit
export DESIGN_NICKNAME = signature_verifier_4bit
export VERILOG_FILES = /design/flow/design.v
export SDC_FILE = /design/flow/constraint.sdc
export NUM_CORES = 4
export LEC_CHECK = 1
export CORE_AREA = 10 10 70 70
export DIE_AREA = 0 0 80 80
==> design/flow/constraint.sdc <==
current_design signature_verifier_4bit

set clk_period 1.0
set clk_io_pct 0.2

create_clock -name clk0 -period $clk_period [get_ports {clk}]

set non_clock_inputs [all_inputs -no_clocks]
set_input_delay [expr $clk_period * $clk_io_pct] -clock clk0 $non_clock_inputs
set_output_delay [expr $clk_period * $clk_io_pct] -clock clk0 [all_outputs]
==> impl_metrics.yaml <==
# generated from flow reports
run_status:
  status: "completed"
route:
  drc_errors: 0
  wirelength_um: 730
  drt_iter0_markers: 0
  wl_per_cell_um: 8.80
  drtAntennaViolNets: 0
  vias: 195
  via_per_inst: 2.35
  firstDrtPassIters: 1
final_timing:
  slew_viol_final: 0
  layout_setup_ws_ns: 0.0788
  tightest_slew_ns: 0.178
  fmax_mhz: 1090
  final.setup_skew_ns: 0
  final_hold_viol_count: 0
  rsz0062_at_grt: "no"
  fin_crit_sh_pct: 92.1
  setup_viol: 0
  slew_headroom_pct: 88.0
  period_needed_ns: 0.921
critical_path:
  crit_arrival_ns: 1.07
  worstReg2RegEnd: "sig_valid$_DFFE_PN0P_"
  rr_worst_depth: 4
  crit_path_end_kind: "register"
  required_ns: 1.15
  critPathMaxFanout: 1
  start_kind: "input pin"
  crit_type: "input pin to register"
  r2r-start: "sig_valid$_DFFE_PN0P_"
  reg2reg_slack_ns: 0.15
die:
  core-area_um2: 3420
  die_h_um: 80
  io_pins: 21
  fp.dieW_um: 80
  num_rows: 21
  fp_util_pct: 3.96
  die_area_um2: 6400
clock_network:
  cts_buffers: 3
  cts_root_buf: "clkbuf_4"
  clkLatencyLatePin_ns: 0.22
  cts_tree: "yes"
  clk_path_buf_depth: 2
  cts.sinks: 2
  path_clk_slew_ns: 0.03
  cts_htree_levels: 1
synth:
  ys_warn_count: 1
  ys_cells: 12
  syn_area_per_cell_um2: 11.3
  yosysSeqAreaShare_pct: 37.0
  ys_types: 9
  ys.flops: 2
  synth_area_um2: 135
  yosysChipArea_um2: 135
  synth_cells: 12
power:
  total_leakage_power_nw: 0.184
  power_w: 0.000347
  ir_drop_mv: 0.168
  power.density_nw_per_um2: 820
placement:
  io_buffers: 19
  pre_cts_slack_ns: -0.192
  place_congestion: 0.657
global_route:
  grt_pass1_wl_um: 1130
  overflow: 0
  first_global_vias: 231
  antenna_found_initial: 1
  grt_usage_pct: 2.50
  grt_max_degree: 4
min_path:
  hp-class: "input pin to async pin"
layout:
  area_growth_pct: 213
  layout-drive-gt1-share_pct: 25.0
run:
  warnings: 26
  maxCapViolCount: 0
how the worst max path moves through the flow:
stage | start | endpoint | slack (ns) | cells after the start
CTS | sig_valid$_DFFE_PN0P_ | sig_valid | 0.03 | 1
finish | sig_input[1] | sig_valid$_DFFE_PN0P_ | 0.08 | 4
global route | challenge[1] | sig_valid$_DFFE_PN0P_ | 0.04 | 4
report_power, final:
group	total [W]	internal [W]	switching [W]
Combinational	0.0000864	0.0000672	0.0000193
Sequential	0.0000816	0.0000816	0.0000000174
Clock	0.000179	0.000132	0.0000464
layout make-up:
class,instances,area (um^2)
antenna,1,2.50
clock buffer,3,22.5
fill,398,2990
inverter,1,3.75
multi-input combinational,9,81.3
sequential,2,50.0
tap,46,57.6
timing repair buffer,21,205
cells in the final DEF, fill, tap and decap left out:
master,netlist,layout
a21o_1,1,1
and2b_4,1,1
and4bb_1,1,1
buf_4,0,2
clkbuf_2,0,2
clkbuf_4,0,3
clkdlybuf4s50_1,0,13
dfrtp_1,2,2
diode_2,0,1
dlymetal6s2s_1,0,4
inv_1,1,1
nand4_1,2,2
o22ai_2,1,1
xnor2_1,2,2
xor2_1,1,1
Yosys cell counts:
| master | instances | share of area [%] |
|---|---|---|
| nand4_1 | 2 | 9.3 |
| xnor2_1 | 2 | 13 |
| a21o_1 | 1 | 5.6 |
| dfrtp_1 | 2 | 37 |
| and4bb_1 | 1 | 9.3 |
| inv_1 | 1 | 2.8 |
| o22ai_2 | 1 | 9.3 |
| xor2_1 | 1 | 6.5 |
| and2b_4 | 1 | 7.4 |
worst max-delay path, stage by stage:
cell and delay, ns:
clkdlybuf4s50_1 0.47, xor2_1 0.16, nand4_1 0.12, o22ai_2 0.12
layer usage:
layer,wire length [um],share of wire [%],GRT usage [%],vias up
li1,-,-,-,94
met1,263,36,2.19,84
met2,299,41,3.45,17
met3,167,23,3.41,0
met4,0,0,0.352,0
met5,0,0,0,-
cell families (layout without fill, tap and decap cells):
logic type      after synthesis  after routing  synth area share [%]
xor+xnor                      3              3                  19.4
buf+inv                       1             25                  2.78
simple gates                  4              4                  25.9
flops                         2              2                  37.0
other cells                   0              1                     0
compound gates                2              2                  14.8
sequential cells by signal, indices dropped and copies added, names as in the netlist:
signal / cells
sig_valid: 1
inject: 1
stage by stage:
step                      hold slack [ns]  cell area [um^2]  setup TNS, ns  instances  utilization, %
after global placement              0.369               390         -0.195         78            11.4
final                               0.141               423              0         83            12.4
after floorplan                   -0.0956               135              0         12               -
after detailed placement            0.373               390         -0.194         78            11.4
after global routing                0.135               423              0         83            12.4
after CTS                           0.134               420              0         82            12.3
timing repair:
action	in CTS	in global routing
hold buffers	0	0
endpoints found under the setup margin	2	3
pin swaps	0	3
resized	4	6
buffers inserted	1	0
gates cloned	0	0
Power figures rest on the tool's default switching activity, not on a simulated workload.
