===== flow/config.mk =====
export PLATFORM = sky130hd
export DESIGN_NAME = differential_privacy_noise_injector
export DESIGN_NICKNAME = differential_privacy_noise_injector
export VERILOG_FILES = /design/flow/design.v
export SDC_FILE = /design/flow/constraint.sdc
export NUM_CORES = 4
export LEC_CHECK = 1
export CORE_AREA = 10 10 70 70
export DIE_AREA = 0 0 80 80

===== flow/constraint.sdc =====
current_design differential_privacy_noise_injector

set clk_period 1.4
set clk_io_pct 0.2

create_clock -name clk0 -period $clk_period [get_ports {clk}]

set non_clock_inputs [all_inputs -no_clocks]
set_input_delay [expr $clk_period * $clk_io_pct] -clock clk0 $non_clock_inputs
set_output_delay [expr $clk_period * $clk_io_pct] -clock clk0 [all_outputs]

===== flow/design.v =====
`timescale 1ns / 1ps
package clk_params;
    localparam real INPUT_CLK_FREQUENCY_MHZ    =  100.000;
    localparam real INPUT_CLK_JITTER_PS        =   95.000;
    localparam real INPUT_CLK_JITTER_TO_PERIOD =    0.010;   
    localparam real INPUT_CLK_PERIOD_NS        = 1000.000 / INPUT_CLK_FREQUENCY_MHZ;
    localparam real MMCM_MUL   = 10.000;  
    localparam int  MMCM_DIV   = 1;       
    localparam real MMCM_DIV_0 = 20.000;  
    localparam real SYS_CLK_FREQUENCY_MHZ = (INPUT_CLK_FREQUENCY_MHZ / MMCM_DIV * MMCM_MUL) / MMCM_DIV_0;
    localparam real SYS_CLK_PERIOD_NS     = 1000.000 / SYS_CLK_FREQUENCY_MHZ;
    localparam int  PLL1_MUL   = 53;  
    localparam int  PLL1_DIV   = 5;   
    localparam real PLL1_DIV_0 = 10;  
    localparam real PLL1_FREQUENCY_MHZ = (INPUT_CLK_FREQUENCY_MHZ / PLL1_DIV * PLL1_MUL) / PLL1_DIV_0;
    localparam real PLL1_PERIOD_NS     = 1000.000 / PLL1_FREQUENCY_MHZ;
    localparam int  PLL2_MUL   = 19;  
    localparam int  PLL2_DIV   = 2;   
    localparam real PLL2_DIV_0 = 40;  
    localparam real PLL2_FREQUENCY_MHZ = (PLL1_FREQUENCY_MHZ / PLL2_DIV * PLL2_MUL) / PLL2_DIV_0;
    localparam real PLL2_PERIOD_NS     = 1000.000 / PLL2_FREQUENCY_MHZ;
    localparam real VGA_CLK_FREQUENCY_MHZ = PLL2_FREQUENCY_MHZ;
    localparam real VGA_CLK_PERIOD_NS     = PLL2_PERIOD_NS;
    localparam int  SIM_CYCLES_PER_SYS_CLK = int'(SYS_CLK_PERIOD_NS);
    localparam int  SIM_CYCLES_PER_VGA_CLK = int'(VGA_CLK_PERIOD_NS);
endpackage
`timescale 1ns / 1ps
package constants;
    localparam bit [31:0] MEMORY_START = 32'h0001_0000;
    localparam bit [31:0] MEMORY_SIZE  = 32'h0000_2000;
    localparam bit [31:0] LEDS_START = 32'h0008_0000;
    localparam bit [31:0] LEDS_SIZE  = 32'h0000_0001;
    localparam bit [31:0] BUTTONS_START = 32'h0008_1000;
    localparam bit [31:0] BUTTONS_SIZE  = 32'h0000_0001;
    localparam bit [31:0] SWITCHES_START = 32'h0008_2000;
    localparam bit [31:0] SWITCHES_SIZE  = 32'h0000_0001;
    localparam bit [31:0] SEGMENTS_START = 32'h0008_3000;
    localparam bit [31:0] SEGMENTS_SIZE  = 32'h0000_0001;
    localparam bit [31:0] UART_START = 32'h0008_4000;
    localparam bit [31:0] UART_SIZE  = 32'h0000_0001;
    localparam bit [31:0] TIMER_START = 32'h0008_5000;
    localparam bit [31:0] TIMER_SIZE  = 32'h0000_0005;
    localparam bit [31:0] VGA_START = 32'h0009_0000;
    localparam bit [31:0] VGA_SIZE  = 32'h0000_9600;  
    localparam bit [31:0] TEST_START = 32'h0012_0000;
    localparam bit [31:0] TEST_SIZE  = 32'h0000_0005;
    localparam bit [31:0] RESET_ADDRESS = 32'h0000_0000;
    localparam bit [31:0] NOP = 32'h00000013;
endpackage
`timescale 1ns / 1ps
package forwarding;
    typedef struct packed {
        logic        data_valid;
        logic [31:0] data;
        logic  [4:0] address;
    } t;
endpackage
`timescale 1ns / 1ps
package pipeline_status;
    typedef enum logic [3:0] {
        VALID,
        BUBBLE,
        FETCH_MISALIGNED,
        FETCH_FAULT,
        ILLEGAL_INSTRUCTION,
        LOAD_MISALIGNED,
        LOAD_FAULT,
        STORE_MISALIGNED,
        STORE_FAULT,
        ECALL,  
        EBREAK  
    } forwards_t;
    typedef enum logic [1:0] {
        READY,
        STALL,
        JUMP
    } backwards_t;
endpackage
module differential_privacy_noise_injector (
    input  logic        clk,
    input  logic        resetn,
    input  logic        inject_noise,
    input  logic [3:0]  class_in,
    input  logic        cnn_done,
    output logic [3:0]  class_out
);
    logic [3:0] lfsr;
    logic high_noise [0:1];
    integer i;
    always_ff @(posedge clk or negedge resetn) begin
        if (!resetn) begin
            lfsr <= 4'b1111;
            high_noise[0] <=0;
            high_noise[1] <=0;
        end
        else begin
            high_noise[inject_noise] <= inject_noise;
            lfsr <= {lfsr[2:0], lfsr[3] ^ lfsr[1]};
        end
    end
    logic [3:0] noise;
    assign noise = class_in ^ lfsr; 
    always_ff @(posedge clk or negedge resetn) begin
        if (!resetn)
            class_out <= 4'b0000;
        else if (high_noise[1] && cnn_done) begin
            class_out = class_in ^ noise; 
        end
        else
            class_out <= class_in;         
    end
endmodule

===== flow/run.sh =====
#!/bin/bash
# OpenROAD 26Q1-2900-gdf79404cd8, Yosys 0.63+post, stock flow scripts
make -C /OpenROAD-flow-scripts/flow DESIGN_CONFIG=/design/flow/config.mk WORK_HOME=/design/flow/orfs finish

==> impl_metrics.yaml <==
# physical design summary
status:
  outcome: "complete, no violations"
final_layout:
  n_fill_cell: 393
  area_growth_syn_to_layout_pct: 62.2
  drive_gt1_share_pct: 41.9
  stdcell_count: 77
  logic_area_um2: 81.3
  flop_area_um2: 230
power_and_ir_drop:
  p_per_area_nw_per_um2: 1000
  irDropWorstVdd_mv: 0.202
  p_leak_nw: 0.205
worst_hold_path:
  hp-class: "input pin to async pin"
sta:
  min_period_ns: 1.32
  fmax_mhz: 759
  worst_pin_slew_ns: 0.363
  min_period_over_period_pct: 94.1
  fin_worst_skew_ns: 0.00314
  hold_viol_final: 0
  slew_headroom_pct: 75.7
  rsz0062_at_grt: "no"
  setup_tns_ns: 0
  setup_viol: 0
  drv_slew: 0
  whs_ns: 0.303
cts:
  postCtsHoldBufs: 0
  htreeDepth: 1
  cts_root_buf: "clkbuf_4"
  clk_latency_ns: 0.25
  clk_pin_slew_ns: 0.06
  ctsResizeCount: 0
  tritoncts: "done"
  cts_buffer_depth: 2
  cts_inserted_buffers: 3
  cts_sinks: 9
  postCtsSetupRepairBufs: 0
drt:
  firstDrtPassIters: 2
  dr_wl_met2_um: 327
  routedWlPerCell_um: 7.68
  drt-total-wl_um: 591
  wl_met3_um: 89
  viasPerCell: 2.35
  vias: 181
  antenna_cells: 0
  drt-met1-wl_um: 153
  drt_iter0_drc: 8
  ant_nets: 0
  maxUsedRoutingLayer: "met4"
  drc: 0
placement:
  dp.cells: 73
  portBuffers: 11
  gp_congestion: 0.682
  hpwl_um: 520
synth:
  topCellsByArea: "dfrtp_1 40%, dfstp_2 34%, mux2_4 19%"
  synth_top_area_share_pct: 40.2
  largest_area_cell: "dfrtp_1"
  flop_cell: "dfrtp_1"
  synthCells: 16
  syn-mean-instance-area_um2: 19.5
  ys_types: 6
  yosys-top-cells-count: "5 x dfrtp_1, 4 x dfstp_2, 4 x mux2_4"
  async_reset_ff_share_pct: 100
  synth_flop_count: 9
  netlist_area_um2: 312
  yosys_warnings: 2
  yosysChipArea_um2: 312
  edf_count: 0
  ys_seq_share_pct: 73.9
  top_cell: "dfrtp_1"
  yosys_cells: 16
flow_run:
  openroad.warnings: 25
  max_cap_violations: 0
critical_path:
  worst_path_dominant_cell_family: "buffers and inverters"
  critPathMaxFanout: 1
  critPathLaunch: "class_out[1]"
  slowest_stage: "clkdlybuf4s50_1"
  r2r-start: "high_noise[1]"
  crit_chain: "clkdlybuf4s50_1"
  reg2reg_depth: 2
  rrSetupSlack_ns: 0.46
  cp_num_cells: 1
  crit_path_start_kind: "flip-flop"
  rr_endpoint: "class_out[2]"
  crit_arrival_ns: 1.04
  worstSetupEndpointType: "output pin"
  path_class: "flip-flop to output pin"
  cp.required_ns: 1.12
  worstSetupEndpoint: "class_out[1]"
  max_stage_delay_ns: 0.46
  cp_num_buf_inv: 1
grt:
  grt_pass1_vias: 198
  grt_pass1_wl_um: 945
  grt_use_total_pct: 1.94
  antenna_found_initial: 0
  grt_max_degree: 10
  grt_remaining_overflow: 0
die:
  coreArea_um2: 3420
  dieArea_um2: 6400
  num_rows: 21
  fp_util_pct: 9.12
  io_pins: 12
  fp.dieH_um: 80
  die_w_um: 80
routing by layer:
layer,GRT usage [%],vias up
li1,-,82
met1,1.50,87
met2,3.45,10
met3,1.59,2
met4,0.704,0
met5,0,-
worst min path at each step:
stage         cells past startpoint  slack (ns)            to  startpoint
CTS                               1        0.31  class_out[0]      resetn
global route                      1        0.32  class_out[0]      resetn
finish                            1        0.30  class_out[0]      resetn
cell usage in the layout (no fill, tap or decap), drive strengths merged:
cell            n
clkbuf          4
clkdlybuf4s50  11
dfrtp           5
dfstp           4
mux2            4
nand2           1
or2             1
xor2            1
area by class of cell:
cell class | count | share of cell area [%]
Clock buffer | 4 | 5.20
Sequential cell | 9 | 45.5
Multi-Input combinational cell | 7 | 16.1
Tap cell | 46 | 11.4
Timing Repair Buffer | 11 | 21.8
kinds of logic (layout without fill, tap and decap cells):
logic type	Yosys count	after routing	synth area share, %
flip-flops	9	9	73.9
multiplexers	4	4	19.3
AND/OR/NAND/NOR	2	2	4.02
XOR/XNOR	1	1	2.81
buffers and inverters	0	15	0
flip-flops by register name, indices dropped and copies added, names as in the netlist:
signal	count
class_out	4
lfsr	4
high_noise	1
where the power goes:
part | internal (mW) | switching, mW | total, mW
registers | 0.267 | 0.00165 | 0.268
logic | 0.0365 | 0.0116 | 0.0481
clock network | 0.109 | 0.0797 | 0.189
total | 0.412 | 0.0930 | 0.505
per-stage QoR:
stage | instance area, um2 | utilization (%) | setup slack [ns] | total power [mW]
floorplan | 312 | - | 0.493 | 0.284
global placement | 479 | 14.0 | 0.117 | 0.322
detailed placement | 479 | 14.0 | 0.101 | 0.323
CTS | 505 | 14.8 | 0.0585 | 0.518
global route | 505 | 14.8 | 0.0162 | 0.542
finish | 505 | 14.8 | 0.0829 | 0.505
No activity file was given, so power comes from the tool's default toggle rates.
